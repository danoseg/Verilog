<file path="/design/flow/design.v">
`timescale 1ns / 1ps
module counter(
    input wire [3:0] d,
    input wire clk, reset, load, en,
    output reg [3:0] q
    );
    always @ (posedge clk)
        begin
            if(reset)
                q <= 0;
            else if(load == 1'b1)
                if(en == 1'b0)
                     q <= d;
                else  
                     q <= q + 1;
        end
endmodule
</file>
<file path="/design/flow/run.sh">
#!/bin/bash
# OpenROAD 26Q1-2900-gdf79404cd8, Yosys 0.63+post, stock flow scripts
make -C /OpenROAD-flow-scripts/flow DESIGN_CONFIG=/design/flow/config.mk WORK_HOME=/design/flow/orfs finish
</file>
<file path="/design/flow/config.mk">
export PLATFORM = sky130hd
export DESIGN_NAME = counter
export DESIGN_NICKNAME = counter
export VERILOG_FILES = /design/flow/design.v
export SDC_FILE = /design/flow/constraint.sdc
export NUM_CORES = 4
export LEC_CHECK = 1
export CORE_AREA = 10 10 70 70
export DIE_AREA = 0 0 80 80
</file>
<file path="/design/flow/constraint.sdc">
current_design counter

set clk_period 1.5
set clk_io_pct 0.2

create_clock -name clk0 -period $clk_period [get_ports {clk}]

set non_clock_inputs [all_inputs -no_clocks]
set_input_delay [expr $clk_period * $clk_io_pct] -clock clk0 $non_clock_inputs
set_output_delay [expr $clk_period * $clk_io_pct] -clock clk0 [all_outputs]
</file>
==> impl.org <==
#+TITLE: Physical design notes

** Synth
- The synthesized netlist was found by Yosys to have 28 cells.
- Most common flop cell mapped by yosys :: dfxtp_1
- Sequential cells were found to cover 33.0% of the synthesized design area.
- Top-area cell share :: 33.0%
- The netlist uses 17 different library cells.
- Number of flops mapped to enable cells by yosys :: 0
- Synthesis area per yosys :: 243 um^2
- For this run, the number of Yosys warnings is 1.
- The largest total area in the synthesized netlist belongs to dfxtp_1.
- Synthesized area per cell :: 8.67 um^2
- Top area cell types :: dfxtp_1 (33%), mux2i_1 (8.2%), a211oi_1 (6.2%)
- Counting flops and latches in the post-synthesis netlist gives 4.
- The most common cell in the synthesized netlist is dfxtp_1.
- Cell Area, Synth :: 243 um^2
- Per the synth stats, the proportion of register bits with asynchronous set or reset is 0%.
- Counting every instance in the synthesized netlist gives 28.

** GRT
- The number of antenna violations at the first check in global routing was 0.
- First-pass GRT wire length :: 1240 um
- Vias in the first global route :: 270
- Largest net degree at the start of global routing :: 8
- For this run, the total global-route usage over all layers was measured as 2.46%.
- Remaining global-route overflow :: 0

** Timing
- Setup repair after global routing left no endpoint under its margin.
- In the final report, the number of pins over their slew limit comes to 0.
- After layout, the setup clock skew is reported as 0.454 ps.
- Maximum frequency from static timing analysis :: 0.714 GHz
- The critical path in the final layout is reported with a setup slack of 99.9 ps.
- Per the final timing report, the hold violations number 0.
- Actual slew at the worst max-slew pin :: 191 ps
- Post-layout period usage of the worst path :: 93.3%
- In the final timing run, aggregate negative setup slack is 0 ps.
- Crit path time final :: 1400 ps
- The last timing report of the flow puts the setup violation total at 0.
- Across all checked pins, the minimum headroom to the slew limit is 87.2%.

** CTS
- The number of clock buffers added by TritonCTS is 3.
- Maximum count of clock buffers along a single path :: 2
- In this run the number of H-tree levels came out at 1.
- Looking at the clock tree report, the root buffer type is clkbuf_4.
- Clock transition time at the flip-flop clock pins of the worst setup and hold paths :: 40 ps
- Clk latency late pin :: 230 ps
- TritonCTS built the clock tree.
- Sinks on the clock net :: 4

** Run
- Maximum capacitance violations :: 0
- Across all stage logs, warnings added up to 25.

** Final layout
- q holds more flip-flops than any other register.
- Fill cell instance count of the final layout :: 411
- The layout summary lists the proportion of cells stronger than drive strength 1 as 16.7%.
- Leaving out buffers and inverters, the combinational logic in the layout accounts for 136 um^2.
- Across the whole layout, storage elements account for 81.3 um^2.
- Max reg flops :: 4
- Largest registers :: q (4)
- In this run the layout overhead on the synthesized area is reported as 77.3%.

** Worst setup path
- On the critical path, the stage with the largest delay is an instance of clkdlybuf4s50_1.
- CP Class :: reg2out
- Worst Reg2Reg Path Length in Cells :: 4
- Startpoint of the worst setup timing path :: q[1]$_SDFFE_PP0P_
- STA classifies the critical path endpoint as an output port.
- Maximum single-stage delay on the critical path :: 490 ps
- According to the timing report, the critical path is captured at q[1].
- Nature of the critical path startpoint :: flop
- Slack of the worst reg-to-reg path :: 500 ps
- Dominant delay contributor by cell family on the critical path :: buffers and inverters
- Required time of the critical path :: 1200 ps
- The STA report counts the stages on the worst setup path as 1.
- STA lists the startpoint of the worst register-to-register path as q[0]$_SDFFE_PP0P_.
- For reference, the critical path cell chain is clkdlybuf4s50_1.
- Endpoint of the lowest-slack register-to-register path :: q[2]$_SDFFE_PP0P_
- Critical path fanouts, max :: 4
- Worst EP arrival :: 1100 ps
- The number of buffers and inverters on the critical path is 1.

** Floorplanning
- I/O pin count :: 12
- The die is 80 um wide.
- The core region is 3420 um^2.
- Initial core utilization :: 7.11%
- The chip occupies 6400 um^2.
- Floorplan row count :: 21
- Floorplan die height :: 80 um

** Route
- In the routed design, unresolved DRC markers number 0.
- The detailed router placed 244 vias in this run.
- Violation count after the first detailed-route iteration :: 3
- Antenna diode count :: 0
- First-pass iteration count of the detailed router :: 4
- Post-DR wirelength/cell :: 8.53 um
- After detailed routing, the total wire length is 751 um.
- Per-cell via count in the routed design :: 2.77
- Number of routed nets with antenna violations :: 0

** Pwr
- Total power density per cell area :: 750 nW/um^2
- Leakage power :: 0.000157 uW
- Worst ir drop on vdd :: 0.310 mV
- Overall power after layout :: 323 uW

** Run status
- The flow ran to the end, and the final reports show no timing, DRC or antenna violations.

** Placement
- Routability-driven placement finished with a final weighted congestion of 0.704.
- Total of buffers placed on input and output ports :: 11
- The pre-CTS setup check shows a worst slack of 87.3 ps.
- For this run the detailed placement stage logged an HPWL of 582 um.

** Min path
- Worst min path class :: reg2reg
-- worst register-to-register path, cell delays in order (launching register included) --
cell and delay (ps):
dfxtp_2 340, ha_1 200, and3b_1 170, o21ai_1 110, a21oi_1 70
-- routing by layer --
layer | global-route usage (%) | share of wire, % | vias up
met5 | 0 | 0 | -
met4 | 0.352 | 0 | 0
met3 | 1.59 | 9.9 | 0
met2 | 3.69 | 41 | 12
met1 | 2.93 | 49 | 107
li1 | - | - | 125
-- per-stage QoR --
stage	hold WS (ps)	area [um^2]	instances	utilization, %
3_5_place_dp	514	407	85	11.9
3_3_place_gp	502	407	85	11.9
6_report	518	430	88	12.6
2_1_floorplan	369	243	28	-
4_1_cts	519	429	88	12.6
5_1_grt	564	430	88	12.6
-- how the worst min path moves through the flow --
stage | endpoint | startpoint | cells after the start
CTS | q[3]$_SDFFE_PP0P_ | q[3]$_SDFFE_PP0P_ | 2
global route | q[3]$_SDFFE_PP0P_ | q[3]$_SDFFE_PP0P_ | 2
finish | q[3]$_SDFFE_PP0P_ | q[3]$_SDFFE_PP0P_ | 2
-- layout by cell type (no fill, tap or decap) --
| cell type | instances |
|---|---|
| a211oi_1 | 2 |
| a21oi_1 | 1 |
| a31oi_1 | 1 |
| and3b_1 | 1 |
| buf_4 | 2 |
| clkbuf_4 | 3 |
| clkdlybuf4s50_1 | 11 |
| dfxtp_1 | 3 |
| dfxtp_2 | 1 |
| ha_1 | 1 |
| inv_1 | 2 |
| mux2_2 | 1 |
| mux2i_1 | 2 |
| nand2_1 | 2 |
| nand3_1 | 1 |
| nand3b_1 | 2 |
| nor2_1 | 2 |
| nor2b_1 | 2 |
| o21ai_1 | 2 |
-- cells by family (layout without fill, tap and decap cells) --
logic type / after synthesis / count (layout) / synth area share (%)
DFF: 4 / 4 / 33.0
AOI/OAI and AO/OA: 6 / 6 / 14.9
buffers and inverters: 4 / 18 / 10.8
adders and majority gates: 1 / 1 / 5.15
and+or+nand+nor: 10 / 10 / 23.2
muxes: 3 / 3 / 12.9
-- where the power goes --
group,leakage [uW],internal (uW),switching [uW]
Combinational,0.000110,44.7,20.8
Clock,0.0000138,89.5,44.3
Sequential,0.0000333,115,8.41
Total,0.000157,249,73.5
-- layout make-up --
type / count / share of cell area, %
clock buffer: 3 / 5.23
multi-input combinational: 20 / 31.7
tap: 46 / 13.4
inverter: 2 / 1.74
timing repair buffer: 13 / 29.1
sequential: 4 / 18.9
-- timing repair --
action / 4_1_cts / 5_1_grt
gates resized: 0 / 1
hold buffers: 0 / 0
setup buffers: 0 / 0
setup endpoints to repair: 0 / 1
No activity file was given, so power comes from the tool's default toggle rates.
