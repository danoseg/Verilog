==> design.v <==
`timescale 1ns / 1ps
module rom#(
parameter Data_width = 8,   
          Addr_width = 3    
    )
    (  
        input wire clk,
        input wire [(Addr_width-1):0] addr,
        output wire [(Data_width-1):0] q
    );
    reg [Data_width-1:0] rom_data, data_reg;
    always@(posedge clk)
        data_reg <= rom_data;
    always @*
        case(addr)  
            3'b000 : rom_data = 8'b1000_0000;
            3'b001 : rom_data = 8'b1010_1010;
            3'b010 : rom_data = 8'b0101_0101;
            3'b011 : rom_data = 8'b1000_0011;
            3'b100 : rom_data = 8'b0000_0000;
            3'b101 : rom_data = 8'b1001_1001;
            3'b110 : rom_data = 8'b1000_0001;
            3'b111 : rom_data = 8'b1111_0000;
        endcase        
    assign q = data_reg;
endmodule
==> run.sh <==
#!/bin/bash
# OpenROAD 26Q1-2900-gdf79404cd8, Yosys 0.63+post, stock flow scripts
make -C /OpenROAD-flow-scripts/flow DESIGN_CONFIG=/design/flow/config.mk WORK_HOME=/design/flow/orfs finish
==> config.mk <==
export PLATFORM = sky130hd
export DESIGN_NAME = rom
export DESIGN_NICKNAME = rom
export VERILOG_FILES = /design/flow/design.v
export SDC_FILE = /design/flow/constraint.sdc
export NUM_CORES = 4
export LEC_CHECK = 1
export CORE_AREA = 10 10 70 70
export DIE_AREA = 0 0 80 80
==> constraint.sdc <==
current_design rom

set clk_period 1.0
set clk_io_pct 0.2

create_clock -name clk0 -period $clk_period [get_ports {clk}]

set non_clock_inputs [all_inputs -no_clocks]
set_input_delay [expr $clk_period * $clk_io_pct] -clock clk0 $non_clock_inputs
set_output_delay [expr $clk_period * $clk_io_pct] -clock clk0 [all_outputs]
==> PnR_summary.wiki <==
== Metrics ==
{| class="wikitable"
! Metric !! Value
|-
| Core footprint || between 3000 and 4000 um^2
|-
| Main logic family after synthesis || multiplexers
|-
| Number of setup violations in the final report || 0
|-
| Horiz. Die Dim || 80 um
|-
| Slowest cell on crit path || sky130_fd_sc_hd__dfxtp_1
|-
| Critical Path Source || data_reg[7]
|-
| Data required time at the worst endpoint || 0.80 ns
|-
| Sequential share of the synthesized area || 48.7%
|-
| Worst min-delay path class || primary input to register
|-
| Dominant logic cell types in the final layout || sky130_fd_sc_hd__dfxtp_1 (6), sky130_fd_sc_hd__clkdlybuf4s15_1 (6), sky130_fd_sc_hd__ha_1 (5)
|-
| Grt met3 use || 0.341%
|-
| Final sum of negative setup slack || 0 ns
|-
| Number of antenna violations at the first check in global routing || 0
|-
| Final Wtd Congestion || 0.702
|-
| Detailed-route DRC error count || 0
|-
| Largest vdd supply drop || between 200 and 250 uV
|-
| Final Max Tran Viols || 0
|-
| Clock buffers created by TritonCTS || 3
|-
| Remaining antenna violation count || 0
|-
| Critical path class || register to primary output
|-
| Buffers & Inverters on Critical Path || 1
|-
| M1 GR Usage || around 2.2%
|-
| Overflow left after global routing || 0
|-
| Ratio of final minimum period to clock period || 97.4%
|-
| # rows || 21
|-
| Finished Core Util || 15.8%
|-
| Mean Syn Cell Area || 14.3 um^2
|-
| Critical Path End Type || primary output
|-
| Total number of clock tree sinks || 8
|-
| Largest register FFs || 8
|-
| Detail-routed net length per standard cell || 7.43 um
|-
| Y dimension of the die || 80 um
|-
| DP Cell Count || just over 80
|-
| Number of global-route vias before repair || 225
|-
| Relative slew slack || around 92%
|-
| Total power divided by cell area || 1280 nW/um^2
|-
| Total power || 688 uW
|-
| Largest fanout on the critical path || 1
|-
| Initial Utilization || 9.63%
|-
| Detail-routed via count per cell || 2.41
|-
| Setup repair after global routing missed its margin || no
|-
| Global-route wire length before repair || 1000 um
|-
| Port buffer count || 11
|-
| Worst Tran Pin Value || roughly 0.11 ns
|-
| Post-Synth XOR/XNOR Area || 0%
|-
| Number of synthesis warnings || 1
|-
| Number of endpoints with negative hold slack in the final report || 0
|-
| Multiplexer fraction of the synthesized cell area || 21.3%
|-
| Diode count || 0
|-
| Top-Level Pins || 12
|-
| Met2 capacity usage during global routing || 3.21%
|-
| Capture point of the worst path || q[7]
|-
| Yosys adder share || 19.0%
|-
| Instance tally after logic synthesis || 23
|-
| Detailed-routing iteration count for the pre-antenna-repair pass || 1
|-
| Vias after detailed routing || 207
|-
| Top Usage Layer GRT || met2
|-
| Netlist area before placement || 329 um^2
|-
| Crit-path leading delay family || flip-flops
|-
| Yosys stat area || 329 um^2
|-
| Area growth from synthesis to layout || 63.9%
|-
| Number of standard cells reported by yosys || 23
|-
| Post-Synth AOI/OAI Area || 0%
|-
| Initial drt markers || 0
|-
| Number of library cell types mapped by synthesis || 7
|-
| Highest clock rate || 1.03 GHz
|-
| Leak pwr || 0.000252 uW
|-
| H-tree level count || 1
|-
| Cells traversed along the worst timing path || dlygate4sd2_1
|-
| Number of standard cells in the final layout excluding fillers || 86
|-
| Depth of the critical timing path with buffers and inverters included || 1
|-
| Maximum number of pins on one net before global-route repair || 8
|-
| Filler Cell Count || around 400
|-
| Share of post-route cells with drive strength above 1 || 40.0%
|-
| HPWL after detailed placement || 561 um
|-
| Simple-gate share of the synthesized area || approximately 5.3%
|-
| Bufs on Longest Clock Path || 2
|-
| Wirelength, routed || 639 um
|-
| Master cell of the clock root buffer || sky130_fd_sc_hd__clkbuf_4
|-
| Arr. time, crit path || 0.77 ns
|-
| Worst setup slack after layout || 0.0257 ns
|-
| Clock tree from TritonCTS || done
|-
| OpenROAD warning count || 29
|-
| Category of the worst setup path launch point || register
|-
| Post-CTS Repair Setup Buffers || 0
|-
| Hold bufs inserted after CTS || 0
|-
| Total GRT Usage || under 10%
|-
| Maximum Capacitance Violations || 0
|-
| Clock-pin slew of the registers on the worst-case setup and hold paths || 0.05 ns
|-
| Pre-CTS worst setup slack || -0.411 ns
|-
| Total die area || 6400 um^2
|-
| Status || complete, no violations
|-
| CP max stage delay || ~0.29 ns
|-
| Number of synthesized register bits || 8
|-
| Final critical path time including I/O delays and setup || 0.974 ns
|}
==> synthesized netlist by cell type (all sizes together) <==
| cell | n | area share [%] |
|---|---|---|
| dfxtp | 8 | 49 |
| ha | 5 | 19 |
| mux2 | 4 | 18 |
| and2b | 2 | 5.3 |
| inv | 2 | 2.3 |
| buf | 1 | 3.4 |
| mux2i | 1 | 3.0 |
==> cell families after synthesis <==
kind of cell               after synthesis
DFF                                      8
muxes                                    5
adders and majority gates                5
buffers and inverters                    3
and+or+nand+nor                          2
==> power breakdown <==
part | leakage (uW) | total, uW | switching, uW | internal [uW]
logic | 0.000171 | 103 | 30.4 | 72.1
clock network | 0.0000138 | 237 | 101 | 137
registers | 0.0000673 | 348 | 5.65 | 343
total | 0.000252 | 688 | 137 | 551
==> final cells by class <==
cell class	count	area [um^2]	area share [%]
Sequential cell	8	163	30.2
Multi-Input combinational cell	12	150	27.8
Timing Repair Buffer	15	139	25.8
Tap cell	46	57.6	10.7
Clock buffer	3	22.5	4.18
Inverter	2	7.51	1.39
==> repair_timing <==
item / CTS / global route
gates cloned: 0 / 0
resized: 16 / 4
setup endpoints to repair: 13 / 4
==> metrics by stage <==
stage | instance area (um^2) | hold slack (ns)
6_report | 539 | 0.451
5_1_grt | 539 | 0.464
4_1_cts | 532 | 0.446
3_5_place_dp | 515 | 0.878
3_3_place_gp | 515 | 0.882
2_1_floorplan | 329 | 0.342
==> metal layers <==
metal  share of wire (%)  up-vias
met5                   0        -
met3                 5.3        2
met2                  46        8
li1                    -      107
met1                  45       90
met4                 4.2        0
==> worst min-delay path by stage <==
stage	from	slack, ns	cells past startpoint	endpoint
CTS	addr[1]	0.45	3	data_reg[0]
global route	addr[1]	0.46	3	data_reg[0]
finish	addr[1]	0.45	3	data_reg[0]
Power figures rest on the tool's default switching activity, not on a simulated workload.
