===== /design/flow/config.mk =====
export PLATFORM = sky130hd
export DESIGN_NAME = reg_file
export DESIGN_NICKNAME = reg_file
export VERILOG_FILES = /design/flow/design.v
export SDC_FILE = /design/flow/constraint.sdc
export NUM_CORES = 4
export LEC_CHECK = 1
export CORE_AREA = 10 10 104 104
export DIE_AREA = 0 0 114 114

===== /design/flow/constraint.sdc =====
current_design reg_file

set clk_period 1.6
set clk_io_pct 0.2

create_clock -name clk0 -period $clk_period [get_ports {clk}]

set non_clock_inputs [all_inputs -no_clocks]
set_input_delay [expr $clk_period * $clk_io_pct] -clock clk0 $non_clock_inputs
set_output_delay [expr $clk_period * $clk_io_pct] -clock clk0 [all_outputs]

===== /design/flow/design.v =====
`timescale 1ns / 1ps
module reg_file#(
    parameter Dwidth = 8,   
    parameter Awidth =2   
    )
    (
    input wire clk, wren,
    input wire [(Dwidth-1):0] wdata,
    input wire [(Awidth-1):0] waddr, raddr,
    output wire [(Dwidth-1):0] rdata
    );
    reg [Dwidth-1:0] array_reg [2**Awidth-1:0];
    always @(posedge clk)
        if(wren) 
            array_reg[waddr] <= wdata;
        assign rdata = array_reg[raddr]; 
endmodule

===== /design/flow/run.sh =====
#!/bin/bash
# OpenROAD 26Q1-2900-gdf79404cd8, Yosys 0.63+post, stock flow scripts
make -C /OpenROAD-flow-scripts/flow DESIGN_CONFIG=/design/flow/config.mk WORK_HOME=/design/flow/orfs finish

==> reports/metrics.cfg <==
[pwr]
share_of_power_burned_in_combinational_logic_pct=9.6
pwr-share-seq_pct=58.8
net-switching-power_uw=291
power.static_leakage_nw=0.570
internal_power_mw=1.37
vdd_ir_drop_max_mv=0.246
clock_power_share_pct=31.7
cellPowerDensity_mw_per_mm2=970
power.share.switching_pct=17.5

[layout]
largest_register_ff_count=32
layout_top_cells=sky130_fd_sc_hd__edfxtp_1 (32), sky130_fd_sc_hd__clkdlybuf4s50_1 (11), sky130_fd_sc_hd__mux4_2 (8), sky130_fd_sc_hd__buf_2 (8), sky130_fd_sc_hd__buf_12 (6)
mostFrequentLayoutCell=sky130_fd_sc_hd__edfxtp_1
final_layout_size_suffix_gt1_share_pct=39.3
flow.area_growth_from_synthesis_pct=44.3
fill_cells=925
stdcell_area_mm2=0.00172

[logic_synthesis]
leading_area_contributor_after_synthesis=sky130_fd_sc_hd__edfxtp_1
synth.yosys.num_cells=46
ys_area_mm2=0.00119
syn_avg_cell_area_um2=25.8
synth_warnings=1
synth-seq-cells=32
post_synth_num_cell_types=7
summed_instance_area_of_the_synthesized_netlist_mm2=0.00119
synth.yosys.seq_area_share_pct=80.8
postSynthCellCount=46
yosys.area.top_type_share_pct=80.8
topCellsByArea=sky130_fd_sc_hd__edfxtp_1 (81%), sky130_fd_sc_hd__mux4_2 (15%), sky130_fd_sc_hd__and3b_1 (1.5%)

[sta]
report.final.hold_viol_count=0
tightest_slew_ns=0.221
max_freq_mhz=632
setup_repair_after_global_routing_missed_its_margin=true
layout_worst_path_cycle_share_pct=98.8
max_slew_margin_pct=85.2
finalCriticalPeriod_ns=1.58
timing.final.max_slew_violations=0
timing.setup.tns_ns=0
setup_viol=0

[global_routing]
grt_first_pass_wirelength_mm=3.51
grt_start_max_net_pins=10
globalRoute.totalOverflow=0
number_of_antenna_violations_at_the_first_check_in_global_routing=0
number_of_global_route_vias_before_repair=671
globalRouteTotalUtil_pct=3.65

[routing]
wl_mm=2.30
dr_total_vias=577
antenna_left=0
routed_via_density=3.01
mean_routed_wirelength_per_cell_um=12.0
drc_errors=0
diodes=0
detailedRoute.firstIterationViolations=12
drt-pass1-iter-count=3

[critical_path]
path_max_fanout=1
path_class=flip-flop to primary output
worst-endpoint-arrival_ns=1.26
startpoint_type=flip-flop
critical_path.endpoint_type=primary output
worst-endpoint-required_ns=1.28

[hold_path]
timing.hold.worst.class=input port to flip-flop

[clock_network]
tritoncts_buffers=5
clk_path_buf_depth=2
root_buffer=sky130_fd_sc_hd__clkbuf_8
number_of_buffers_inserted_by_hold_repair_at_cts=0
htree_levels=2
cts.sinks=32
tritoncts=yes
clk_pin_slew_ns=0.05

[die]
chipArea_mm2=0.0130
fp.dieH_um=114
placement_rows=34
floorplan.die.width_um=114
initial_utilization_pct=13.7
io_pins=22
core_area_mm2=0.00868

[placement]
postPlaceCellArea_mm2=0.00163
port_buffers=21
globalplace.congestion=0.648

[run]
timing.max_cap.violations=0
openroad.warnings=27

[status]
status=complete, no violations

-- critical path, stage by stage (launching register included) --
cell and delay (ns):
sky130_fd_sc_hd__edfxtp_1 0.38, sky130_fd_sc_hd__mux4_2 0.49, sky130_fd_sc_hd__buf_2 0.13
-- power by group through the flow --
stage                 combinational (mW)  clock, mW  sequential [mW]
after CTS                          0.164      0.549            0.978
after global routing               0.171      0.593            0.980
final                              0.159      0.527            0.978
-- logic make-up (layout without fill, tap and decap cells) --
family,count (synthesis),after routing,synth area share [%]
mux,8,8,15.2
buf+inv,2,40,1.37
flops,32,32,80.8
simple gates,4,4,2.63
-- what timing repair did --
action                     CTS  global route
resized                     31             0
cloned                       0             0
setup endpoints to repair    8             4
setup buffers                5             0
-- per-layer routing --
| layer | GRT usage [%] | vias up | wire (µm) |
|---|---|---|---|
| li1 | - | 272 | - |
| met1 | 2.96 | 277 | 788 |
| met2 | 6.57 | 26 | 1200 |
| met3 | 3.14 | 2 | 310 |
| met4 | 0.418 | 0 | 3 |
| met5 | 0 | - | 0 |
-- metrics by stage --
| step | util, % | hold slack [ns] | instances | total power, mW | setup WS (ns) |
|---|---|---|---|---|---|
| detailed placement | 18.7 | 0.964 | 179 | 1.17 | -0.687 |
| CTS | 19.8 | 0.676 | 192 | 1.69 | -0.0167 |
| finish | 19.8 | 0.688 | 192 | 1.66 | 0.0185 |
| floorplan | - | 0.419 | 46 | 1.04 | 0.216 |
| global placement | 18.7 | 0.950 | 179 | 1.16 | -0.691 |
| global route | 19.8 | 0.695 | 192 | 1.74 | -0.0279 |
-- final cells by class --
cell class | count | area [µm²] | share of cell area [%]
clock buffers | 7 | 76.3 | 4.45
clock inverters | 1 | 3.75 | 0.219
multi-input cells | 12 | 211 | 12.3
repair buffers | 32 | 328 | 19.1
flip-flops and latches | 32 | 961 | 56.0
well taps | 108 | 135 | 7.88
-- path summary, 6_finish.rpt --
path                        start         endpoint  slack (ns)  depth (start not counted)
hold / removal           wdata[6]  array_reg[2][6]        0.69                          1
setup / recovery  array_reg[3][2]         rdata[2]        0.02                          2
-- synth_stat cells --
| cell | number |
|---|---|
| sky130_fd_sc_hd__edfxtp_1 | 32 |
| sky130_fd_sc_hd__mux4_2 | 8 |
| sky130_fd_sc_hd__and3b_1 | 2 |
| sky130_fd_sc_hd__and3_1 | 1 |
| sky130_fd_sc_hd__buf_6 | 1 |
| sky130_fd_sc_hd__clkbuf_2 | 1 |
| sky130_fd_sc_hd__nor3b_1 | 1 |
No activity file was given, so power comes from the tool's default toggle rates.
